### design/flow/config.mk
export PLATFORM = sky130hd
export DESIGN_NAME = counter
export DESIGN_NICKNAME = counter
export VERILOG_FILES = /design/flow/design.v
export SDC_FILE = /design/flow/constraint.sdc
export NUM_CORES = 4
export LEC_CHECK = 1
export CORE_AREA = 10 10 87 87
export DIE_AREA = 0 0 97 97
### design/flow/constraint.sdc
current_design counter

set clk_period 2.7
set clk_io_pct 0.2

create_clock -name clk0 -period $clk_period [get_ports {clk}]

set non_clock_inputs [all_inputs -no_clocks]
set_input_delay [expr $clk_period * $clk_io_pct] -clock clk0 $non_clock_inputs
set_output_delay [expr $clk_period * $clk_io_pct] -clock clk0 [all_outputs]
### design/flow/design.v
module counter #(
  parameter WIDTH = 8
)(
  input  wire             clk,
  input  wire             rst,
  input  wire             cen,   
  input  wire             wen,   
  input  wire [WIDTH-1:0] dat,   
  output reg  [WIDTH-1:0] o_p,   
  output reg  [WIDTH-1:0] o_n    
);
always @ (posedge clk, posedge rst)
if (rst) o_p <= {WIDTH{1'b0}};
else     o_p <= wen ? dat : o_p + {{WIDTH-1{1'b0}}, cen};
always @ (negedge clk, posedge rst)
if (rst) o_n <= {WIDTH{1'b0}};
else     o_n <= wen ? dat : o_n + {{WIDTH-1{1'b0}}, cen};
endmodule
### design/flow/run.sh
#!/bin/bash
# OpenROAD 26Q1-2900-gdf79404cd8, Yosys 0.63+post, stock flow scripts
make -C /OpenROAD-flow-scripts/flow DESIGN_CONFIG=/design/flow/config.mk WORK_HOME=/design/flow/orfs finish
==> results_slide.txt <==
Implementation Results

STA
  – RSZ-0062 raised after global routing: yes
  – Fin. Hold Viols: 0
  – WHS: 0.5695 ns
  – Sum of negative setup slack: 0 ns
  – Final setup fails: 0
  – Max transition margin: 74.86%
  – Worst Tran Pin Value: 0.3767 ns
  – Clock Skews: approximately 0.00065 ns
  – Pins Over Slew Limit: 0

Worst hold path
  – Worst Hold Launch: o_p[7]
  – HP Class: flop to flop

Drt
  – DRT Pass-1 Iters: 4
  – Routed length per placed instance: 11.17 um
  – Inserted Diodes: 0
  – DRC violations left: 0
  – Number of DRC markers in iteration 0: 36
  – Via density: 3.662
  – DR vias: 747
  – DRT antenna net count: 0
  – Total length of routed wires: between 2000 and 2500 um

Synth
  – Synth warnings: 1
  – Mapped Cells: 80
  – Yosys Chip Area: 795.8 um2
  – Cell Type Count: 19
  – Registers, synthesis: 16
  – Syn_area_per_cell: a little under 10 um2
  – Cell Area, Synth: between 700 and 800 um2
  – Yosys Instances: 80
  – Register area share after synthesis: 50.31%

Layout
  – Final non-filler cell total: about 200
  – Share of layout cells above drive strength 1: 35.61%
  – Top Layout Cells: buf_4, clkdlybuf4s50_1, o21ai_0
  – Final design utilization: 24.31%
  – Most instantiated logic cell after routing: buf_4
  – Area delta synth->final: 72.33%

CTS
  – CTS tree: built
  – Clock Sinks: 16
  – Clock slew at reported path FFs: 0.06 ns
  – Clk root buf: clkbuf_8
  – Max H-tree Level: 1
  – Hold Buf Count CTS: 0
  – Max clock buf depth: 2
  – Late-Pin Clk Latency: between 0.2 and 0.3 ns
  – Num CTS Buffers: 3

Worst setup path
  – Data required, critical path: 2.16 ns
  – Crit Path Class: flop to primary output
  – Crit-path slowest cell: dfrtn_1
  – Crit end category: primary output
  – CP Data Arrival Time: 2.14 ns
  – Critical path fanouts, max: 2
  – Critical path startpoint category: flop
  – CP delay by family, top: flip-flops
  – Cells along the critical path: buf_2
  – Slowest stage delay, CP: 0.42 ns
  – Worst R2R Start: o_p[0]
  – Worst path bufs/invs: 1
  – Origin of the worst setup path: o_n[4]

Die
  – Total die size: 0.009409 mm2
  – Boundary Pins: 28
  – # rows: 27
  – Core Region: 0.005642 mm2
  – Pre-Place Util: approximately 14%
  – Chip height: ~97 um
  – Die width: about 97 um

Placement
  – Final Wtd Congestion: 0.7673
  – Port Buf Inserts: 27
  – HPWL after DPL: 1920 um
  – Placed cells: 197

Power
  – Pwr Density: just over 500 mW/mm2
  – VDD IR max: 430.6 uV
  – Leak: 0.5745 nW
  – Tot Pwr: about 0.7 mW

GRT
  – First-pass GRT wire length: 3877 um
  – Number of global-route vias before repair: about 790
  – Total GRT Usage: 4.899%
  – Antenna violations before repair: 0
  – Largest net degree at the start of global routing: 11
  – Gr ovfl total: 0

Run
  – OpenROAD warning count: 28
  – Max_cap viols: 0

Status
  – Status: complete, no violations
==> stage by stage <==
stage / area [um2] / setup slack, ns
after floorplan: 824.5 / -0.02909
after global placement: 1323 / -0.5707
after detailed placement: 1323 / -0.5841
after CTS: 1371 / -0.003446
after global routing: 1371 / -0.01770
final: 1371 / 0.02066
==> sequential cells by signal, indices dropped and copies added (netlist names) <==
name and cells:
o_n 8, o_p 8
==> metal layers <==
| layer | global-route usage (%) | vias up | part of all wire (%) |
|---|---|---|---|
| met5 | 0 | - | 0 |
| met4 | 0.1127 | 0 | 0 |
| met3 | 1.862 | 0 | 7.0 |
| met2 | 7.771 | 20 | 46 |
| met1 | 6.523 | 334 | 47 |
| li1 | - | 393 | - |
==> logic make-up after synthesis <==
kind of cell / after synthesis / synth area share [%]
compound gates: 20 / 13.52
fa+ha+maj: 4 / 6.290
buf+inv: 7 / 3.458
simple gates: 25 / 16.98
flops: 16 / 50.31
xor+xnor: 6 / 6.604
mux: 2 / 2.830
==> path summary, 6_finish.rpt <==
path | end | slack (ns) | depth (start not counted)
worst max-delay path | o_n[4] | 0.02 | 1
worst min-delay path | o_p[7] | 0.57 | 2
worst max register to register | o_p[6] | 1.27 | 5
worst min register to register | o_p[7] | 0.57 | 2
max in group asynchronous | o_n[1] | 0.61 | 2
min in group asynchronous | o_p[0] | 0.88 | 3
==> synth_stat cells (all sizes together) <==
cell	number	area, um2
o21ai	10	50.05
dfrtn	8	200.2
dfrtp	8	200.2
a31oi	6	37.54
nand2	6	22.52
or3	6	37.54
xnor2	6	52.55
inv	5	18.77
nor2	5	18.77
a21oi	4	20.02
ha	4	50.05
nand3	4	30.03
and3	2	13.77
mux2	2	22.52
nand4	2	12.51
buf	1	5.000
clkinv	1	3.750
==> power breakdown <==
part           leakage, nW  switching (mW)  internal, mW  total, mW
Sequential           0.183          0.0227         0.269      0.292
Clock               0.0288          0.0821         0.129      0.211
Combinational        0.363          0.0705         0.118      0.189
Total                0.574           0.175         0.517      0.692
==> final cells by class <==
| type | count | area, um2 |
|---|---|---|
| well taps | 72 | 90.09 |
| fillers | 591 | 4270 |
| repair buffers | 49 | 389.1 |
| clock buffers | 4 | 55.05 |
| flip-flops and latches | 16 | 400.4 |
| inverters | 6 | 22.52 |
| multi-input cells | 57 | 414.1 |
==> what timing repair did <==
action,4_1_cts,5_1_grt
cloned,0,0
resized,36,0
endpoints found under the setup margin,15,4
pin swaps,2,0
setup buffers,3,0
Power is estimated from default activity; no workload was simulated.
